`flow/design.v`:
```
module testmove
	(
		CLOCK_50,						 
        	KEY,
        	SW,
		VGA_CLK,   						 
		VGA_HS,							 
		VGA_VS,							 
		VGA_BLANK_N,						 
		VGA_SYNC_N,						 
		VGA_R,   						 
		VGA_G,	 						 
		VGA_B   						 
	);
	input			CLOCK_50;				 
	input   [9:7]   SW;
	input   [3:0]   KEY;
	output			VGA_CLK;   				 
	output			VGA_HS;					 
	output			VGA_VS;					 
	output			VGA_BLANK_N;				 
	output			VGA_SYNC_N;				 
	output	[9:0]	VGA_R;   				 
	output	[9:0]	VGA_G;	 				 
	output	[9:0]	VGA_B;   				 
	wire resetn;
	assign resetn = KEY[0];
	wire [2:0] colour;
	wire [7:0] x;
	wire [6:0] y;
	wire writeEn;
	vga_adapter VGA(
			.resetn(resetn),
			.clock(CLOCK_50),
			.colour(colour),
			.x(x),
			.y(y),
			.plot(writeEn),
			.VGA_R(VGA_R),
			.VGA_G(VGA_G),
			.VGA_B(VGA_B),
			.VGA_HS(VGA_HS),
			.VGA_VS(VGA_VS),
			.VGA_BLANK(VGA_BLANK_N),
			.VGA_SYNC(VGA_SYNC_N),
			.VGA_CLK(VGA_CLK));
		defparam VGA.RESOLUTION = "160x120";
		defparam VGA.MONOCHROME = "FALSE";
		defparam VGA.BITS_PER_COLOUR_CHANNEL = 1;
		defparam VGA.BACKGROUND_IMAGE = ".mif";
    	datepath d0(
	.refresh_clock(KEY[0]), 
	.clock_50(CLOCK_50), 
	.resetn(KEY[1]), 
	.x(x), 
	.y(y), 
	.color(colour)
	);
endmodule
module datapath(refresh_clock, clock_50, resetn, x, y, color);
input clock_50;
input resetn;
input refresh_clock;
output reg [2:0] color;
localparam	TestObject1_X = 8'd0,
		TestObject1_Y = 7'd0,
		TestObject2_X = 8'd160,
		TestObject2_Y = 7'd120,
		TestObject_C = 3'b111,
		PlayerObject_X = 8'd79,
		PlayerObject_Y = 7'd110,
		PlayerObject_C = 3'b100,
		Initial = 13'd0,
		T_end = 13'd4096,
		P_end = 9'd256;
reg [7:0] 	T1_X = TestObject1_X;
reg [6:0] 	T1_Y = TestObject1_Y;
reg [7:0]	T2_X = TestObject2_X;
reg [6:0]	T2_Y = TestObject2_Y;
reg [2:0] 	T_C = TestObject_C;
reg [7:0] 	P_X = PlayerObject_X;
reg [6:0] 	P_Y = PlayerObject_Y;
reg [2:0] 	P_C = PlayerObject_C;
reg [12:0] 	size = Initial;
reg [12:0] 	size_end = T_end;
reg [3:0] 	paint_state; 
output reg [7:0] x;
output reg [6:0] y;
always @(posedge clock_50)
begin
    	if(!resetn) begin
		x <= T1_X;
		y <= T1_Y;
		paint_state <= 4'b0;
		size <= Initial;
		size_end <= T_end;
	end
	else begin
		if(paint_state == 4'd0 ) begin	 
			if(size != size_end) begin
				x <= T1_X + size[7:0];
				y <= T1_Y + size[11:8];
				color <= T_C;
				size <= size + 1'b1;
			end
			else begin
				size <= Initial;
				size_end <= T_end;
				paint_state <= paint_state + 1'b1;
			end
		end
		else if(paint_state == 4'd1) begin  
			if(size != size_end) begin
				x <= T2_X + size[7:0];
				y <= T2_Y + size[11:8];
				color <= T_C;
				size <= size + 1'b1;
			end
			else begin
				size <= Initial;
				size_end <= P_end;
				paint_state <= paint_state + 1'b1;
			end
		end
		else begin  
			if(size != size_end) begin
				x <= P_X + size[3:0];
				y <= P_Y + size[7:4];
				color <= P_C;
				size <= size + 1'b1;
			end
			else begin
				size <= Initial;  
				size_end <= T_end;
				paint_state <= 1'b0;
			end
		end
	end
end
always @(posedge refresh_clock)
begin
	T_C <= 3'b000;
	P_C <= 3'b000;
end
always @(negedge refresh_clock)
begin
	T1_X <= T1_X + 4'd4;
	T2_X <= T2_X - 4'd4;
	T_C <= TestObject_C;
	P_C <= PlayerObject_C;
end
endmodule
```
`flow/run.sh`:
```
#!/bin/bash
# OpenROAD 26Q1-2900-gdf79404cd8, Yosys 0.63+post, stock flow scripts
make -C /OpenROAD-flow-scripts/flow DESIGN_CONFIG=/design/flow/config.mk WORK_HOME=/design/flow/orfs finish
```
`flow/config.mk`:
```
export PLATFORM = sky130hd
export DESIGN_NAME = datapath
export DESIGN_NICKNAME = datapath
export VERILOG_FILES = /design/flow/design.v
export SDC_FILE = /design/flow/constraint.sdc
export NUM_CORES = 4
export LEC_CHECK = 1
export CORE_UTILIZATION = 30
```
`flow/constraint.sdc`:
```
current_design datapath

set clk_period 2.9
set clk_io_pct 0.2

create_clock -name clk0 -period $clk_period [get_ports {clock_50}]
create_clock -name clk1 -period $clk_period [get_ports {refresh_clock}]

set non_clock_inputs [all_inputs -no_clocks]
set_input_delay [expr $clk_period * $clk_io_pct] -clock clk0 $non_clock_inputs
set_output_delay [expr $clk_period * $clk_io_pct] -clock clk0 [all_outputs]
```
==> design notes <==
The average vias per placed instance was 4.69. The run gives 9820 sq um as the placeable core region. In this run the core area contains 36 standard-cell rows.

With the total die size at 10600 sq um, the yosys synthesis chip area is 3050 sq um. The worst VDD IR drop from the latest analysis is 0.226 mV. For this design, Yosys synthesis ends with a cell count of 323.

The number of standard cells after synthesis is 323, and the final count of negative-setup-slack endpoints is 5. Across all layers, the routed design uses 2378 vias. Of the total power, combinational logic draws 4.9%. The via count of the first global-routing pass came out at 2296. The final-report hold violation count came out at 0.

Of the cells placed in the final design, the portion with a size suffix greater than 1 is 17.9%. Entering global routing, the biggest net connects 17 pins. Between clock sinks in the finished design, the worst skew comes to 0.0107 ns. With the number of distinct library cells after synthesis at 50, the normalized max-slew margin is 57.8%. The final reports fail on negative setup slack. Summing the sequential cell areas from Yosys gives 42.4% of the chip area. The worst hold path belongs to the class reg -> reg.

The worst setup path is launched from a flip-flop. The slowest cell on the critical path is sky130_fd_sc_hd__dfxtp_2. The run gives 4 for the number of detailed-route iterations in the first pass. The Yosys step of the flow raised 10 warnings. In this run the critical path is formed by ha_4, buf_4, buf_6, a21o_1, a21oi_2, xnor2_1, a221oi_2, nor2_1. After its last routability iteration, the placer logged a weighted congestion of 0.887. The primary flip-flop cell chosen by synthesis mapping is sky130_fd_sc_hd__dfxtp_1. The logs give 104 for the violation count after the first detailed-route iteration and -1.14 ns for the accumulated negative setup slack.

The worst setup path is captured at a flip-flop. The logs give 0 for the number of antenna violations at the first check in global routing and 1.54 nW for the leakage dissipation. The run gives -0.276 ns as the minimum setup slack in the final design. The delay contributed by the slowest stage of the critical path is 0.32 ns, and the antenna diode count is 0. The floorplan step records an initial core utilization of 31.0%.

The number of hold buffers added after CTS was 0. For the top-level port count, the log shows 21. The run gives 51.0% as the sequential share of power. The tools report the area taken by flip-flops and latches as 1310 sq um.

The final layout contains routed wiring with a total length of 6520 um. The run finished, with violations left. Combined area of the multi-input logic cells: 1720 sq um. The transition time of the tightest slew-check pin is 0.631 ns. In this run, synthesis produced a sequential element count of 59. Critical path class: reg -> reg. Across all stage logs, warnings added up to 45. The critical path maximum fanout is 2. In this run the vertical extent of the chip is 103 um.

The sum of internal, switching and leakage power came out at 1.67 mW. The final routed DRC violation total was 0. For the count of final max-slew check failures, the log shows 0.

Per the breakdown, switching nets consume 22.4% of all power. The antenna violation net count after detailed routing was 0; the worst path required time was 2.95 ns. The internal portion of the total power is 1.30 mW. The logs give 0 for the number of violations of the max-capacitance limit and 4750 um for the half-perimeter wire length after detailed placement. The clock net in this run drives a total of 59 sinks. The run gives 13.4% as the aggregate global-route resource usage. The global route total overflow was 0; the number of enable-type register cells in the synthesized netlist was 11.

The clock-pin slew on the worst setup and hold paths is 0.09 ns. In the final routed layout, each cell accounts on average for 12.9 um. The layout overhead on the synthesized area was 27.3%; the reported net switching power was 0.375 mW. The first global-routing pass estimated 10800 um of wire. Setup repair after global routing could not meet its margin everywhere. Chip width: 103 um. In this run the cell area of the synthesized design comes to 3050 sq um. The power density of the placed cells works out to 432 nW/um^2.

Of all flip-flops after synthesis, the portion carrying an async set or reset was 0%. TritonCTS built the clock tree. The data arrival time of the critical path is 3.23 ns. The clock network is responsible for 44.1% of the overall power. After synthesis, the mean cell area works out to 9.43 sq um. The port buffer count was 19. The filler cell count in the final layout was 949.
[state kept, by name, summed over array words and instances (netlist names)]
signal,cells
y,6
paint_state,4
size,13
size_end,13
x,8
color,3
T2_X,6
T1_X,6
[cells in the final DEF (no fill, tap or decap), drive strengths merged, types with 2 or more instances in the layout]
cell type and n:
dfxtp 48, inv 32, buf 26, nor2 24
xnor2 22, xor2 20, clkdlybuf4s50 19, nand2 19
ha 19, a21oi 18, and2 15, o21ai 15
nand3 13, edfxtp 11, clkbuf 10, nor3 7
a211oi 7, o211ai 4, nor4 4, nor2b 4
nor3b 4, o21a 3, and3 2, or3 2
a21o 2, a31oi 2, nand4 2, fa 2
[layout make-up]
cell class	instances	area share, %
clock buffer	10	3.58
timing repair buffer	45	10.1
inverter	20	1.94
tap	133	4.29
clock inverter	13	1.94
sequential	59	33.7
multi-input combinational	227	44.5
[timing repair]
item | CTS | global route
setup endpoints to repair | 5 | 5
pin swaps | 5 | 13
setup buffers | 0 | 1
gates resized | 7 | 12
[cells in the mapped netlist (2+ instances only)]
| library cell | number | share of area, % |
|---|---|---|
| sky130_fd_sc_hd__nand3_1 | 13 | 2.1 |
| sky130_fd_sc_hd__edfxtp_1 | 11 | 11 |
| sky130_fd_sc_hd__nor3b_1 | 3 | 0.74 |
| sky130_fd_sc_hd__xnor2_1 | 22 | 6.3 |
| sky130_fd_sc_hd__a21o_1 | 2 | 0.49 |
| sky130_fd_sc_hd__nand2_1 | 18 | 2.2 |
| sky130_fd_sc_hd__and3_1 | 2 | 0.41 |
| sky130_fd_sc_hd__inv_1 | 21 | 2.6 |
| sky130_fd_sc_hd__dfxtp_1 | 48 | 32 |
| sky130_fd_sc_hd__nor4_1 | 3 | 0.62 |
| sky130_fd_sc_hd__a31oi_1 | 2 | 0.41 |
| sky130_fd_sc_hd__o21ai_0 | 15 | 2.5 |
| sky130_fd_sc_hd__or3_1 | 2 | 0.41 |
| sky130_fd_sc_hd__buf_6 | 3 | 1.1 |
| sky130_fd_sc_hd__ha_1 | 19 | 7.8 |
| sky130_fd_sc_hd__nor2b_1 | 4 | 0.82 |
| sky130_fd_sc_hd__nor2_1 | 24 | 3.0 |
| sky130_fd_sc_hd__xor2_1 | 20 | 5.8 |
| sky130_fd_sc_hd__nor3_1 | 7 | 1.2 |
| sky130_fd_sc_hd__and2_1 | 15 | 3.1 |
| sky130_fd_sc_hd__buf_2 | 6 | 0.99 |
| sky130_fd_sc_hd__o21a_1 | 3 | 0.74 |
| sky130_fd_sc_hd__clkbuf_1 | 6 | 0.74 |
| sky130_fd_sc_hd__nand4_1 | 2 | 0.41 |
| sky130_fd_sc_hd__o211ai_1 | 4 | 0.99 |
| sky130_fd_sc_hd__a21oi_1 | 17 | 2.8 |
| sky130_fd_sc_hd__fa_1 | 2 | 1.3 |
| sky130_fd_sc_hd__a211oi_1 | 7 | 1.7 |
[critical path: cells and delay by family (launching register included)]
family / cells / cell delay, ns
compound gates: 3 / 0.61
flops: 1 / 0.32
buf+inv: 2 / 0.24
fa+ha+maj: 1 / 0.16
xor+xnor: 1 / 0.10
simple gates: 1 / 0.06
[through the flow]
| step | utilization [%] | cells | hold slack (ns) | setup slack (ns) | cell area [sq um] |
|---|---|---|---|---|---|
| 4_1_cts | 38.8 | 506 | 0.473 | -0.251 | 3810 |
| 2_1_floorplan | - | 323 | 0.412 | -0.220 | 3130 |
| 3_3_place_gp | 36.4 | 484 | 0.457 | -0.261 | 3580 |
| 3_5_place_dp | 36.4 | 484 | 0.460 | -0.308 | 3580 |
| 5_1_grt | 39.5 | 507 | 0.490 | -0.381 | 3880 |
| 6_report | 39.5 | 507 | 0.468 | -0.276 | 3880 |
[logic make-up (layout without fill, tap and decap cells)]
group / after synthesis / after routing / synth area share (%)
simple gates: 102 / 102 / 17.6
xor+xnor: 42 / 42 / 12.1
mux: 2 / 2 / 0.698
fa+ha+maj: 21 / 21 / 9.12
buf+inv: 37 / 88 / 5.67
compound gates: 60 / 60 / 12.4
flops: 59 / 59 / 42.4
[metal layers]
| layer | global-route usage (%) | wire length [um] | vias to the layer above |
|---|---|---|---|
| met5 | 0 | 0 | - |
| met4 | 2.06 | 46 | 0 |
| met3 | 3.45 | 307 | 4 |
| met2 | 20.3 | 2950 | 51 |
| met1 | 19.8 | 3210 | 1119 |
| li1 | - | - | 1204 |
[power by group through the flow]
stage	clock network, mW	logic (mW)	registers, mW
4_1_cts	0.763	0.0811	0.855
5_1_grt	0.811	0.0918	0.856
6_report	0.739	0.0816	0.855
[worst paths after layout]
kind	to	start	slack, ns	cells after the start
min reg2reg	y[2]	y[2]	0.47	2
min	y[2]	y[2]	0.47	2
max in group clk1	T2_X[7]	T2_X[4]	1.78	4
min in group clk1	T1_X[7]	T1_X[7]	0.50	1
max reg2reg	x[5]	T2_X[2]	-0.28	8
max	x[5]	T2_X[2]	-0.28	8
No activity file was given, so power comes from the tool's default toggle rates.
